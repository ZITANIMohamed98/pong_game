File: ./design.v
module uart_tx
(
input wire		CLK,
input wire		RST,
output reg		TXD,
input wire				STBi,
input wire[7:0]		DATi,
output reg		ACKi
);
parameter PRESCALER = 434;
localparam	FSM_IDLE			= 0;
localparam	FSM_READ			= 10;
localparam	FSM_SYNC			= 30;
localparam	FSM_BIT_START	= 40;
localparam	FSM_BIT_0		= 41;
localparam	FSM_BIT_1		= 42;
localparam	FSM_BIT_2		= 43;
localparam	FSM_BIT_3		= 44;
localparam	FSM_BIT_4		= 45;
localparam	FSM_BIT_5		= 46;
localparam	FSM_BIT_6		= 47;
localparam	FSM_BIT_7		= 48;
localparam	FSM_BIT_STOP	= 49;
reg[9:0]		PS;
reg			SMPL;
reg[7:0]		FSM;
reg[7:0]		DAT;
always @(posedge CLK or posedge RST)
	if(RST)			PS <= (PRESCALER-1);
	else 				PS <= (PS==0) ? (PRESCALER-1) : (PS-1);
always @(posedge CLK or posedge RST)
	if(RST)	SMPL <= 0;
	else		SMPL <= (PS == 0);
always @(posedge CLK or posedge RST)
	if(RST)	FSM <= 0;
	else casex(FSM)
	FSM_IDLE:	if(STBi)		FSM <= FSM_READ;	
	FSM_READ:					FSM <= FSM_SYNC;
	FSM_SYNC:		if(SMPL)	FSM <= FSM_BIT_START;	
	FSM_BIT_START:	if(SMPL)	FSM <= FSM_BIT_0;	
	FSM_BIT_0:		if(SMPL)	FSM <= FSM_BIT_1;	
	FSM_BIT_1:		if(SMPL)	FSM <= FSM_BIT_2;	
	FSM_BIT_2:		if(SMPL)	FSM <= FSM_BIT_3;	
	FSM_BIT_3:		if(SMPL)	FSM <= FSM_BIT_4;	
	FSM_BIT_4:		if(SMPL)	FSM <= FSM_BIT_5;	
	FSM_BIT_5:		if(SMPL)	FSM <= FSM_BIT_6;	
	FSM_BIT_6:		if(SMPL)	FSM <= FSM_BIT_7;	
	FSM_BIT_7:		if(SMPL)	FSM <= FSM_BIT_STOP;	
	FSM_BIT_STOP:	if(SMPL)	FSM <= FSM_IDLE;	
	endcase
always @(posedge CLK or posedge RST)
	if(RST)	DAT <= 0;
	else if(FSM == FSM_IDLE && STBi)	DAT <= DATi;	
always @(posedge CLK or posedge RST)
	if(RST)	ACKi <= 0;
	else if(FSM == FSM_IDLE && STBi)	ACKi <= 1;
	else	ACKi <= 0;
always @(posedge CLK or posedge RST)
	if(RST)	TXD <= 1;
	else casex(FSM)
	FSM_BIT_START:	TXD <= 0;
	FSM_BIT_0:		TXD <= DAT[0];
	FSM_BIT_1:		TXD <= DAT[1];
	FSM_BIT_2:		TXD <= DAT[2];
	FSM_BIT_3:		TXD <= DAT[3];
	FSM_BIT_4:		TXD <= DAT[4];
	FSM_BIT_5:		TXD <= DAT[5];
	FSM_BIT_6:		TXD <= DAT[6];
	FSM_BIT_7:		TXD <= DAT[7];
	FSM_BIT_STOP:	TXD <= 1;
	default:			TXD <= 1;
	endcase
endmodule
File: ./config.mk
export PLATFORM = sky130hd
export DESIGN_NAME = uart_tx
export DESIGN_NICKNAME = uart_tx
export VERILOG_FILES = /design/flow/design.v
export SDC_FILE = /design/flow/constraint.sdc
export NUM_CORES = 4
export LEC_CHECK = 1
export CORE_AREA = 10 10 101 101
export DIE_AREA = 0 0 111 111
File: ./constraint.sdc
current_design uart_tx

set clk_period 4.3
set clk_io_pct 0.2

create_clock -name clk0 -period $clk_period [get_ports {CLK}]

set non_clock_inputs [all_inputs -no_clocks]
set_input_delay [expr $clk_period * $clk_io_pct] -clock clk0 $non_clock_inputs
set_output_delay [expr $clk_period * $clk_io_pct] -clock clk0 [all_outputs]
File: ./run.sh
#!/bin/bash
# OpenROAD 26Q1-2900-gdf79404cd8, Yosys 0.63+post, stock flow scripts
make -C /OpenROAD-flow-scripts/flow DESIGN_CONFIG=/design/flow/config.mk WORK_HOME=/design/flow/orfs finish
==> results.cfg <==
; yosys + openroad results
[status]
run_status = completed

[timing]
unrepaired_setup_endpoints_after_global_routing = no
final.period_utilization_pct = 48.8
hold_viol_final = 0
clock_skew_ns = 0.00257
timing.final.setup_violations = 0
tightest_slew_ns = 0.472
slew-limit-headroom_pct = 68.3
max_clock_freq_mhz = 477
tns_ns = 0
timing.final.max_slew_violations = 0
layout_min_cycle_time_ns = 2.10
final_critical_path_setup_slack_ns = 2.20

[synthesis]
synthesis.instances = 105
edf_count = 0
synthTopCellsByCount = 26 x dfrtp_1, 19 x mux2_2, 8 x nor2_1
yosysWarningCount = 1
most_instantiated_library_cell_after_synthesis = dfrtp_1
synthTopCellsByArea = dfrtp_1 47%, mux2_2 16%, dfstp_2 13%
post_synth_num_cell_types = 28
synth_top_area_share_pct = 47.1
postSynth.asyncResetShare_pct = 100
ys.flops = 33
syn_avg_cell_area_um2 = 13.1
syn-cell-area_um2 = 1380
post-synth-top-area-cell = dfrtp_1
ys_cells = 105
synthFlopType = dfrtp_1
synth.yosys.seq_area_share_pct = 60.5
ys_area_um2 = 1380

[setup_path]
timing.critical_path.from = TXD
critical_path.cell_chain = clkdlybuf4s50_1
critical_path.max_stage_delay_ns = 0.51
cp_max_fo = 1
crit_type = flip-flop to primary output
cp_data_required_time_ns = 3.44
reg_to_reg_critical_path_startpoint = PS[2]
critical-path-top-delay-family = flip-flops
worstRegToRegCells = 3
critical_path_cell_count = 1
worst_path_max_delay_cell = dfstp_2
worst_ep_arrival_time_ns = 1.24
endpoint_kind = primary output
timing.critical_path.from_type = flip-flop
crit_buf_inv = 1

[power_and_ir_drop]
net-switching-power_uw = 117
power.share.sequential_pct = 57.6
worst_ir_drop_vdd_mv = 0.0944
cellInternalPower_uw = 447
cellPowerDensity_nw_per_um2 = 329
power.clock.fraction_pct = 38.0
combPwrFrac_pct = 4.4
total_leakage_power_nw = 0.752
switching_share_pct = 20.8

[clock_network]
cts-hold-fix-buffers = 0
numCtsBuffers = 5
clock_sinks = 33
clkLatencyLatePin_ns = 0.28
maximum_level_of_the_cts_h_tree = 2
clockRootBuffer = clkbuf_8
clock_path_buffers = 2
cts.clk_slew.worst_paths_ns = 0.06
resized_gates_after_cts = 0
post-cts-setup-buffers = 0
tritoncts = built

[route]
drc_errors = 0
antenna_cells_inserted = 0
drt_iter0_drc = 36
first_pass_iteration_count_of_the_detailed_router = 4
route.antenna.remaining_nets = 0
viasPerCell = 3.63
routed_wire_length_per_instance_um = 10.5
route.vias.total = 834
postRouteWirelength_mm = 2.41

[run]
cap_viol_max_count = 0
stage_log_warnings = 25

[place]
final_hpwl_from_detailed_placement_mm = 1.70
post-place-ws_ns = 2.19
io_buffer_count = 12
routability_cong = 0.742

[min_path]
hold_start = FSM[4]
hold_path_cells = 1
hp-class = flip-flop to flip-flop

[floorplan]
die_width_um = 111
ioPinCount = 13
num_rows = 33
initial_utilization_pct = 17.0
area_of_the_chip_um2 = 12300
coreArea_um2 = 8130
fp.dieH_um = 111

[global_route]
grt_pass1_wl_mm = 4.30
gr-usage-all-layers_pct = 4.09
global_route.overflow_total = 0
first_global_vias = 903
antenna_found_initial = 0
grt_max_degree = 34

[layout]
syn_to_final_growth_pct = 24.5
post_route_cells_drive_above_1_share_pct = 30.4
## final timing paths
kind / end / slack, ns
max: TXD / 2.20
min: FSM[7] / 0.46
max reg2reg: PS[9] / 2.82
min reg2reg: FSM[7] / 0.46
max in group asynchronous: FSM[0] / 2.99
min in group asynchronous: PS[9] / 0.98
## routing by layer
metal / global-route usage (%) / wire [um]
met5: 0 / 0
met4: 0.608 / 29
met3: 1.75 / 144
met2: 6.45 / 1140
met1: 5.20 / 1100
## power groups by stage
stage / clock network (mW) / registers, mW / logic [mW]
final: 0.215 / 0.325 / 0.0247
after global routing: 0.243 / 0.326 / 0.0280
after CTS: 0.225 / 0.325 / 0.0260
## cell usage in the layout, fill, tap and decap left out, drive strengths merged, types with 2 or more instances in the layout
master	Yosys	final
dfrtp	26	26
nor3	6	6
nor2	8	8
clkinv	0	2
clkbuf	0	6
inv	7	7
nand2	3	3
nor4	3	3
nand3	2	2
a211oi	2	2
and3	3	3
a21oi	2	2
clkdlybuf4s50	0	12
dfstp	7	7
xnor2	3	3
mux2	21	21
a22oi	2	2
## cell type report
cell class | count | area [um2]
clock buffer | 6 | 72.6
clock inverter | 2 | 10.0
fill | 865 | 6420
inverter | 7 | 26.3
multi-input combinational | 64 | 515
sequential | 33 | 835
tap | 105 | 131
timing repair buffer | 13 | 128
## cells by family after synthesis
| family | after synthesis | synth area share, % |
|---|---|---|
| adders and majority gates | 1 | 0.906 |
| AOI/OAI and AO/OA | 10 | 5.08 |
| DFF | 33 | 60.5 |
| xor gates and xnor gates | 3 | 1.90 |
| and+or+nand+nor | 29 | 12.3 |
| buffers and inverters | 8 | 2.18 |
| muxes | 21 | 17.1 |
## through the flow
| stage | hold slack [ns] | cells | utilization, % | cell area, um2 | total power, mW |
|---|---|---|---|---|---|
| 2_1_floorplan | 0.404 | 105 | - | 1380 | 0.342 |
| 3_3_place_gp | 0.437 | 222 | 20.1 | 1640 | 0.356 |
| 3_5_place_dp | 0.442 | 222 | 20.1 | 1640 | 0.357 |
| 4_1_cts | 0.460 | 230 | 21.1 | 1720 | 0.577 |
| 5_1_grt | 0.488 | 230 | 21.1 | 1720 | 0.597 |
| 6_report | 0.458 | 230 | 21.1 | 1720 | 0.565 |
Power is estimated from default activity; no workload was simulated.
