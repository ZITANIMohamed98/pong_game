==> ./design.v <==
`default_nettype none
`timescale 1ns / 1ns
module vga_sync_gen
(
input wire          CLK,    
input wire          RST,    
output wire         GEN_ACTIVE,
output wire  [23:0] GEN_RGB,
output wire  [10:0] GEN_HCNT,
output wire         GEN_HSYNC,
output wire         GEN_HSYNCP,
output wire  [10:0] GEN_VCNT,
output wire         GEN_VSYNC,
output wire         GEN_VSYNCP,
input wire   [10:0] V_FRONT_PORCH,
input wire   [10:0] V_SYNC,
input wire   [10:0] V_BACK_PORCH,
input wire   [10:0] V_ACTIVE,
input wire          V_SYNC_POL,
input wire   [10:0] H_FRONT_PORCH,
input wire   [10:0] H_SYNC,
input wire   [10:0] H_BACK_PORCH,
input wire   [10:0] H_ACTIVE,
input wire          H_SYNC_POL
);
localparam  FSM_IDLE                = 0;
localparam  FSM_SYNC                = 30;
localparam  FSM_BACK_PORCH          = 40;
localparam  FSM_ACTIVE              = 50;
localparam  FSM_FRONT_PORCH         = 60;
reg   [7:0] fsm_h;
reg         fsm_tic;
reg         fsm_cv;
reg   [7:0] fsm_v;
reg  [10:0] cnt_h;
reg  [10:0] cnt_ha;
reg  [10:0] cnt_v;
reg  [10:0] cnt_va;
reg  [23:0] test_pattern;
reg         active_v;
reg         active_h;
reg         active_hv;
reg         sync_h;
reg         sync_hp;
reg         sync_v;
reg         sync_vp;
wire                             [7:0] test_y = cnt_ha[7:0];
always @(posedge CLK or posedge RST)
 if(RST)                                  test_pattern <= 24'h000000;
 else if(cnt_ha[3:0]==4'd0)               test_pattern <= 24'hFFFFFF;
 else if(cnt_va[3:0]==4'd0)               test_pattern <= 24'hFFFFFF;
 else if(cnt_va[5:4]==2'd0)               test_pattern <= {test_y,test_y,test_y};
 else if(cnt_va[5:4]==2'd1)               test_pattern <= {test_y,8'd0  ,8'd0  };
 else if(cnt_va[5:4]==2'd2)               test_pattern <= {8'd0  ,test_y,8'd0  };
 else if(cnt_va[5:4]==2'd3)               test_pattern <= {8'd0  ,8'd0  ,test_y};
always @(posedge CLK or posedge RST)
    if(RST)                                 fsm_h   <= FSM_IDLE;
    else case(fsm_h)                      
    FSM_IDLE:                               fsm_h   <= FSM_SYNC;
    FSM_SYNC:           if(cnt_h==1)        fsm_h   <= FSM_BACK_PORCH;
    FSM_BACK_PORCH:     if(cnt_h==1)        fsm_h   <= FSM_ACTIVE;
    FSM_ACTIVE:         if(cnt_h==1)        fsm_h   <= FSM_FRONT_PORCH;   
    FSM_FRONT_PORCH:    if(cnt_h==1)        fsm_h   <= FSM_SYNC;  
    endcase
always @(posedge CLK or posedge RST)
    if(RST)                                 fsm_tic <= 1'b0;
    else if(fsm_h == FSM_FRONT_PORCH)       fsm_tic <= cnt_h == 2;
    else                                    fsm_tic <= 1'b0;
always @(posedge CLK or posedge RST)
    if(RST)                                 fsm_cv <= 1'b0;
    else if(fsm_h == FSM_ACTIVE)            fsm_cv <= cnt_h == 1;
    else                                    fsm_cv <= 1'b0;
always @(posedge CLK or posedge RST)
    if(RST)                                 fsm_v  <= FSM_IDLE;
    else if(fsm_tic) case(fsm_v)                   
    FSM_IDLE:                               fsm_v  <= FSM_SYNC;
    FSM_SYNC:           if(cnt_v==1)        fsm_v  <= FSM_BACK_PORCH;
    FSM_BACK_PORCH:     if(cnt_v==1)        fsm_v  <= FSM_ACTIVE;
    FSM_ACTIVE:         if(cnt_v==1)        fsm_v  <= FSM_FRONT_PORCH;   
    FSM_FRONT_PORCH:    if(cnt_v==1)        fsm_v  <= FSM_SYNC;  
    endcase
always @(posedge CLK or posedge RST)
    if(RST)          cnt_h <= 1;
    else case(fsm_h)
    FSM_IDLE:           cnt_h <=              H_SYNC;
    FSM_SYNC:           cnt_h <= (cnt_h==1) ? H_BACK_PORCH      : (cnt_h - 1);
    FSM_BACK_PORCH:     cnt_h <= (cnt_h==1) ? H_ACTIVE          : (cnt_h - 1);
    FSM_ACTIVE:         cnt_h <= (cnt_h==1) ? H_FRONT_PORCH     : (cnt_h - 1);
    FSM_FRONT_PORCH:    cnt_h <= (cnt_h==1) ? H_SYNC            : (cnt_h - 1);
    endcase
always @(posedge CLK or posedge RST)
    if(RST)          cnt_v <= 1;
    else if(fsm_tic) case(fsm_v)
    FSM_IDLE:           cnt_v <=              V_SYNC;
    FSM_SYNC:           cnt_v <= (cnt_v==1) ? V_BACK_PORCH     : (cnt_v - 1);
    FSM_BACK_PORCH:     cnt_v <= (cnt_v==1) ? V_ACTIVE         : (cnt_v - 1);
    FSM_ACTIVE:         cnt_v <= (cnt_v==1) ? V_FRONT_PORCH    : (cnt_v - 1);
    FSM_FRONT_PORCH:    cnt_v <= (cnt_v==1) ? V_SYNC           : (cnt_v - 1);
    endcase
always @(posedge CLK or posedge RST)
    if(RST)                      sync_hp   <=        1'b0;
    else if(fsm_h == FSM_SYNC)   sync_hp   <=  H_SYNC_POL;
    else                         sync_hp   <= !H_SYNC_POL;
always @(posedge CLK or posedge RST)
    if(RST)                      sync_h    <=        1'b0;
    else if(fsm_h == FSM_SYNC)   sync_h    <=        1'b1;
    else                         sync_h    <=        1'b0;
always @(posedge CLK or posedge RST)
    if(RST)                      sync_vp   <=        1'b0;
    else if(fsm_v == FSM_SYNC)   sync_vp   <=  V_SYNC_POL;
    else                         sync_vp   <= !V_SYNC_POL;
always @(posedge CLK or posedge RST)
    if(RST)                      sync_v    <=        1'b0;
    else if(fsm_v == FSM_SYNC)   sync_v    <=        1'b1;
    else                         sync_v    <=        1'b0;
always @(posedge CLK or posedge RST)
    if(RST)                     active_h  <= 1'b0;
    else if(fsm_h != FSM_ACTIVE)active_h  <= 1'b0;
   else                         active_h  <= 1'b1;  
always @(posedge CLK or posedge RST)
    if(RST)                     active_v  <= 1'b0;
    else if(fsm_v != FSM_ACTIVE)active_v  <= 1'b0;
   else                         active_v  <= 1'b1;  
always @(posedge CLK or posedge RST)
    if(RST)                     active_hv <= 1'b0;
    else if(fsm_v != FSM_ACTIVE)active_hv <= 1'b0;
    else if(fsm_h != FSM_ACTIVE)active_hv <= 1'b0;
   else                         active_hv <= 1'b1;  
always @(posedge CLK or posedge RST)
    if(RST)                     cnt_ha    <= 11'd0;
    else if(active_h)           cnt_ha    <= cnt_ha + 11'd1;
    else                        cnt_ha    <= 11'd0;
always @(posedge CLK or posedge RST)
    if(RST)                     cnt_va    <= 11'd0;
    else if( active_v && fsm_cv)cnt_va    <= cnt_va + 11'd1;
    else if(!active_v)          cnt_va    <= 11'd0;
assign GEN_ACTIVE  = active_hv;
assign GEN_RGB     = test_pattern;
assign GEN_HCNT    = cnt_ha;
assign GEN_VCNT    = cnt_va;
assign GEN_HSYNC   = sync_h;
assign GEN_VSYNC   = sync_v;
assign GEN_HSYNCP  = sync_hp;
assign GEN_VSYNCP  = sync_vp;
endmodule
==> ./run.sh <==
#!/bin/bash
# OpenROAD 26Q1-2900-gdf79404cd8, Yosys 0.63+post, stock flow scripts
make -C /OpenROAD-flow-scripts/flow DESIGN_CONFIG=/design/flow/config.mk WORK_HOME=/design/flow/orfs finish
==> ./config.mk <==
export PLATFORM = sky130hd
export DESIGN_NAME = vga_sync_gen
export DESIGN_NICKNAME = vga_sync_gen
export VERILOG_FILES = /design/flow/design.v
export SDC_FILE = /design/flow/constraint.sdc
export NUM_CORES = 4
export LEC_CHECK = 1
export CORE_UTILIZATION = 30
==> ./constraint.sdc <==
current_design vga_sync_gen

set clk_period 5.6
set clk_io_pct 0.2

create_clock -name clk0 -period $clk_period [get_ports {CLK}]

set non_clock_inputs [all_inputs -no_clocks]
set_input_delay [expr $clk_period * $clk_io_pct] -clock clk0 $non_clock_inputs
set_output_delay [expr $clk_period * $clk_io_pct] -clock clk0 [all_outputs]
==> impl_metrics.ini <==
; generated from flow reports
[run_status]
run_status = complete, no violations

[layout]
postLayoutCellArea_um2 = 6600
area_growth_syn_to_layout_pct = 40.6
multiInputGateArea_um2 = 2300
final.fill_count = 1432
footprint_of_the_flip_flops_and_latches_um2 = 2180
layout_cell_share_with_drive_strength_beyond_1_pct = 6.25

[drt]
dr_total_vias = 4229
routed_wl_mm = 12.8
first_iter_violations = 384
antenna-diode-count = 0
ant_nets = 0
routedWlPerCell_um = 15.3
pre_repair_dr_iteration_count = 5
via_per_inst = 5.06
drc = 0

[synthesis]
number_of_enable_type_register_cells_in_the_synthesized_netlist = 0
synthMuxAreaShare_pct = 2.26
ys_cells = 493
area_leaders = dfrtp_1 (44%), o21ai_0 (4.2%), xnor2_1 (3.7%), nand2_1 (3.4%), a22oi_1 (3.2%)
synthesis.area_um2 = 4700
synth-simple-area-share_pct = 18.4
dominantRegCellSynth = dfrtp_1
yosys_warnings = 1
synth.top_cells.by_count = dfrtp_1 (83), nand2_1 (43), o21ai_0 (39)
syn_inst = 493
postSynthRegisterBits = 87
asyncSetResetFlopFracSynth_pct = 100
ys_seq_share_pct = 46.5
synth-adder-area-share_pct = 2.40
yosys.area.top_type_share_pct = 44.2
post_synth_ao_oa_area_fraction_pct = 20.6
post-synth-top-area-cell = dfrtp_1
ys_chip_area_um2 = 4700
netlist.top_cell.by_instances = dfrtp_1
topCombFamilyByArea = AND-OR/OR-AND gates
synth.lib_cells_used.distinct = 62
synth-xor-area-share_pct = 5.22
syn_area_per_cell_um2 = 9.53

[die]
core-area_um2 = 15300
chip_area_um2 = 16200
floorplan.die.width_um = 127
placement_rows = 45
initial_core_util_pct = 30.8
design.portCount = 143
die-height_um = 127

[worst_setup_path]
r2r.worst_path.cells = 6
crit_path_start_kind = flip-flop
critical_path_buf_inv_count = 1
slowest_delay_ns = 0.62
critical-path-slowest-cell = dfrtp_1
crit_chain = clkdlybuf4s50_1
path_delay_family = flip-flops
critPathKind = reg -> out
cp_data_required_time_ns = 4.48
critical_path_arrival_ns = 1.52
cell_count_along_the_critical_path = 1
setup.worst_path.end_class = output port
worst-path-max-fanout = 14

[final_timing]
slew_headroom_pct = 50.2
worst_clock_skew_ns = 0.00430
top_achievable_clock_speed_mhz = 379
worst_hold_slack_ns = 0.540
min_period_ns = 2.64
max_slew.worst_pin.slew_ns = 0.744
setup_tns_ns = 0
finalSetupViolations = 0
final.setup.worst_slack_ns = 2.96
timing.final.hold_violations = 0
finalCritPeriodShare_pct = 47.1
rsz0062_at_grt = no
maxSlewViolCount = 0

[min_path]
min_path_cells = 1
holdCritPathClass = reg -> reg

[clock_network]
tritoncts.num_buffers = 9
cts_post_setup_buffers_inserted = 0
clkLatencyLatePin_ns = 0.34
postCtsHoldBufs = 0
clock_sink_count = 87
clock_path_buffers = 2
htree_levels = 3
root_buffer = clkbuf_16
post_cts_resize_count = 0
tritoncts = done
clkTransAtPathRegs_ns = 0.06

[global_route]
grt_pass1_vias = 4101
grt_antenna_before_repair = 0
grt_max_degree = 45
grt_pass1_wl_mm = 21.1
grt.overflow.total = 0
gr-usage-all-layers_pct = 16.6

[power_and_ir_drop]
vdd.ir_drop.worst_mv = 0.187
power_density_normalized_to_cell_area_nw_per_um2 = 255
power.static_leakage_nw = 2.57

[placed_design]
detailed_place.area_um2 = 6280
gp_congestion = 0.829
place.detailed.hpwl_mm = 9.26
io_buffer_count = 142
placement.setup.worst_slack_ns = 2.90

[job]
maxCapViolations = 0
number_of_warnings_in_the_stage_logs = 30
layer usage:
layer	global-route usage (%)	part of all wire (%)
met2	25.8	47
met4	2.31	1.4
met5	0	0
met1	25.5	46
met3	2.69	5.7
state kept, by name (all words and copies together) (netlist names), named ones only:
name and flops:
active_h 1, active_hv 1, active_v 1, cnt_h 11, cnt_ha 11, cnt_v 11
cnt_va 11, fsm_cv 1, fsm_h 2, fsm_tic 1, fsm_v 5, sync_h 1
sync_hp 1, sync_v 1, sync_vp 1, test_pattern 24
placed cells by master, fill, tap and decap left out, types with 5 or more instances in the layout:
cell type and instances:
a21oi_1 26, a222oi_1 9, a22oi_1 20, a31oi_1 6
and2_1 21, and3_1 6, buf_4 6, clkbuf_16 9
clkdlybuf4s50_1 142, dfrtp_1 83, ha_1 9, inv_1 17
mux2i_1 5, nand2_1 43, nand3_1 20, nor2_1 26
nor2b_1 5, nor3_1 12, nor4_1 6, o21a_1 5
o21ai_0 39, o21ai_1 6, xnor2_1 20, xor2_1 8
area by class of cell:
type / count / area share [%]
flip-flops and latches: 87 / 33.0
clock buffers: 10 / 3.47
repair buffers: 148 / 22.2
clock inverters: 6 / 1.40
well taps: 211 / 4.00
inverters: 18 / 1.04
multi-input cells: 355 / 34.8
report_power, final:
| group | total, W | switching (W) | internal [W] | leakage, nW |
|---|---|---|---|---|
| Sequential | 0.000748 | 0.0000700 | 0.000678 | 1.03 |
| Combinational | 0.000293 | 0.000131 | 0.000161 | 1.39 |
| Clock | 0.000644 | 0.000249 | 0.000395 | 0.155 |
| Total | 0.00168 | 0.000451 | 0.00123 | 2.57 |
worst paths after layout:
check / startpoint / endpoint / slack, ns
worst max register to register: cnt_v[0] / cnt_v[10] / 3.03
worst min-delay path: cnt_ha[0] / cnt_ha[0] / 0.54
worst min register to register: cnt_ha[0] / cnt_ha[0] / 0.54
worst max-delay path: cnt_va[5] / GEN_VCNT[5] / 2.96
max in group asynchronous: RST / cnt_v[8] / 3.36
min in group asynchronous: RST / cnt_ha[10] / 1.20
metrics by stage:
step                power, W  utilization, %  std cells
global placement     0.00105            41.2        819
finish               0.00168            43.3        835
global route         0.00178            43.3        835
floorplan           0.000925               -        493
detailed placement   0.00105            41.2        819
CTS                  0.00170            43.3        835
cell families after synthesis:
| family | count (synthesis) |
|---|---|
| AND/OR/NAND/NOR | 162 |
| AND-OR/OR-AND | 145 |
| flip-flops | 87 |
| buffers and inverters | 51 |
| XOR/XNOR | 28 |
| multiplexers | 10 |
| adder cells (fa/ha/maj) | 9 |
| other | 1 |
Power figures rest on the tool's default switching activity, not on a simulated workload.
